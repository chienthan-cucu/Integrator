==> /design/flow/config.mk <==
export PLATFORM = sky130hd
export DESIGN_NAME = Integrator
export DESIGN_NICKNAME = Integrator
export VERILOG_FILES = /design/flow/design.v
export SDC_FILE = /design/flow/constraint.sdc
export NUM_CORES = 4
export LEC_CHECK = 1
export CORE_UTILIZATION = 50
==> /design/flow/constraint.sdc <==
current_design Integrator

set clk_period 30.6
set clk_io_pct 0.2

create_clock -name clk0 -period $clk_period [get_ports {clk}]

set non_clock_inputs [all_inputs -no_clocks]
set_input_delay [expr $clk_period * $clk_io_pct] -clock clk0 $non_clock_inputs
set_output_delay [expr $clk_period * $clk_io_pct] -clock clk0 [all_outputs]
==> /design/flow/design.v <==
`timescale 1 ns / 1 ns
module Integrator
          (clk,
           reset,
           In,
           Out);
  input   clk;
  input   reset;
  input   signed [21:0] In;   
  output  signed [21:0] Out;   
  wire [10:0] Constant_out1;   
  wire signed [11:0] Product_cast;   
  wire signed [33:0] Product_mul_temp;   
  wire signed [32:0] Product_cast_1;   
  wire signed [20:0] Product_out1;   
  wire [10:0] Constant1_out1;   
  reg signed [21:0] Delay_out1;   
  wire [10:0] Constant2_out1;   
  wire signed [11:0] Product1_cast;   
  wire signed [33:0] Product1_mul_temp;   
  wire signed [32:0] Product1_cast_1;   
  wire signed [20:0] Product1_out1;   
  wire signed [31:0] Sum_add_cast;   
  wire signed [31:0] Sum_add_cast_1;   
  wire signed [31:0] Sum_add_temp;   
  wire signed [20:0] Sum_out1;   
  reg signed [21:0] Delay1_out1;   
  wire signed [11:0] Product2_cast;   
  wire signed [33:0] Product2_mul_temp;   
  wire signed [32:0] Product2_cast_1;   
  wire signed [20:0] Product2_out1;   
  wire signed [20:0] Sum2_out1;   
  wire signed [21:0] out_1;   
  reg signed [21:0] Delay2_reg [0:1];   
  wire signed [21:0] Delay2_reg_next [0:1];   
  wire signed [21:0] Delay2_out1;   
  wire signed [31:0] Sum1_add_cast;   
  wire signed [31:0] Sum1_add_cast_1;   
  wire signed [31:0] Sum1_add_temp;   
  assign Constant_out1 = 11'b00101101111;
  assign Product_cast = {1'b0, Constant_out1};
  assign Product_mul_temp = Product_cast * In;
  assign Product_cast_1 = Product_mul_temp[32:0];
  assign Product_out1 = Product_cast_1[20:0];
  assign Constant1_out1 = 11'b10100100010;
  always @(posedge clk or posedge reset)
    begin : Delay_process
      if (reset == 1'b1) begin
        Delay_out1 <= 22'sb0000000000000000000000;
	Delay1_out1 <= 22'sb0000000000000000000000;
        Delay2_reg[0] <= 22'sb0000000000000000000000;
        Delay2_reg[1] <= 22'sb0000000000000000000000;
      end
      else begin
        Delay_out1 <= In;
        Delay1_out1 <= Delay_out1;
        Delay2_reg[0] <= Delay2_reg_next[0];
        Delay2_reg[1] <= Delay2_reg_next[1];
      end
    end
  assign Constant2_out1 = 11'b00101101111;
  assign Product1_cast = {1'b0, Constant1_out1};
  assign Product1_mul_temp = Product1_cast * Delay_out1;
  assign Product1_cast_1 = Product1_mul_temp[32:0];
  assign Product1_out1 = Product1_cast_1[20:0];
  assign Sum_add_cast = {{11{Product_out1[20]}}, Product_out1};
  assign Sum_add_cast_1 = {{11{Product1_out1[20]}}, Product1_out1};
  assign Sum_add_temp = Sum_add_cast + Sum_add_cast_1;
  assign Sum_out1 = Sum_add_temp[20:0];
  assign Product2_cast = {1'b0, Constant2_out1};
  assign Product2_mul_temp = Product2_cast * Delay1_out1;
  assign Product2_cast_1 = Product2_mul_temp[32:0];
  assign Product2_out1 = Product2_cast_1[20:0];
  assign Sum2_out1 = Sum_out1 + Product2_out1;
  assign Delay2_out1 = Delay2_reg[1];
  assign Delay2_reg_next[0] = out_1;
  assign Delay2_reg_next[1] = Delay2_reg[0];
  assign Sum1_add_cast = {{11{Sum2_out1[20]}}, Sum2_out1};
  assign Sum1_add_cast_1 = {{10{Delay2_out1[21]}}, Delay2_out1};
  assign Sum1_add_temp = Sum1_add_cast + Sum1_add_cast_1;
  assign out_1 = Sum1_add_temp[21:0];
  assign Out = out_1;
endmodule   
==> /design/flow/run.sh <==
#!/bin/bash
# OpenROAD 26Q1-2900-gdf79404cd8, Yosys 0.63+post, stock flow scripts
make -C /OpenROAD-flow-scripts/flow DESIGN_CONFIG=/design/flow/config.mk WORK_HOME=/design/flow/orfs finish
==> GITHUB_STEP_SUMMARY <==
## Implementation flow summary

| Metric | Value |
|---|---|
| Outcome | finished clean |
| TritonRoute pass-1 iters | 4 |
| Post-Syn Area | 11,800 µm² |
| Seq share, synth | 18.3% |
| Yosys top cell by area | fa_1 |
| Dominant cells by area after synthesis | fa_1, dfrtp_1, ha_1 |
| I/O Pins | 46 |
| Post-layout period usage | between 60% and 70% |
| Final setup viols | 0 |
| Yosys top cell area share | a little under two fifths |
| # Cells Yosys | ~1,100 |
| Met3 Track Usage GR | under 10% |
| Number of enable flip-flop cells | 0 |
| Min-delay worst type | reg2reg |
| Top cells by count | inv_1, fa_1, ha_1 |
| Setup TNS | 0 ns |
| Core area | 22,800 µm² |
| Post-synth ARST share | 100% |
| Crit path top cell by count | fa_1 |
| Grt met2 use | 34.5% |
| H-tree depth | 3 |
| Share of cells above drive strength 1 | under 10% |
| Met1 global-route usage | roughly 37% |
| Total GRT Usage | a little under a quarter |
| Initial antenna violation count | 0 |
| Reg2Reg Depth | 39 |
| Worst Max-Slew Pin Slew | roughly 0.64 ns |
| CP Depth | 30 |
| Max FO, Critical Path | 6 |
| Gr ovfl total | 0 |
| GP Congestion | approximately 0.89 |
| Hold path depth | 0 |
| Arrival @ worst endpoint | between 10 and 15 ns |
| Most common cell in the synthesized netlist | inv_1 |
| Max-Cap Viols | 0 |
| GR peak layer | met1 |
| Post-synth area from yosys stat | 11,800 µm² |
| Vias in the first global route | 7,366 |
| Die footprint | between 20,000 and 25,000 µm² |
| Routed length per instance | about 15 µm |
| Post-CTS setup buffer count | 0 |
| Fmax | between 40 and 50 MHz |
| Synth Area per Inst | around 11 µm² |
| Initial DRC count | between 200 and 250 |
| RSZ-0062 raised after global routing | no |
| CP bufs+invs | 7 |
| Slew Viols, Final | 0 |
| Via density | between 4 and 5 |
| Crit Path Category | in2out |
| Clk slew on worst S/H paths | ~0.06 ns |
| Port bufs | 44 |
| Area Overhead vs Synth | 9.94% |
| Crit path max-delay family | adder cells |
| Die width | roughly 160 µm |
| Commonest flop | dfrtp_1 |
| CTS Hold Bufs | 0 |
| Max Root-Sink Buffers | 2 |
| FP Util | approximately 52% |
| Skew final | 0.0102 ns |
| Flops after synth | ~86 |
| Hold violation count in the final report | 0 |
| Setup ws final | a little under 10 ns |
| Final min period | about 21 ns |
| Slew Limit Headroom | 57.2% |
| Crit path required time | 24.48 ns |
| Dpl ws | just under 10 ns |
| Critical Path Max Stage Delay | 0.61 ns |
| Post_cts resized | 0 |
| CP Capture Type | primary output |
| DRT Wirelength | ~22,000 µm |
| Critical Path Slowest Stage Cell | clkdlybuf4s50_1 |
| CTS tree | done |
| Largest net degree at the start of global routing | roughly 50 |
| Remaining antenna violation count after routing | 0 |
| Worst skew pair latency | 0.35 ns |
| Die Ht | between 150 and 200 µm |
| DRC viols | 0 |
| Site Rows | 55 |
| Clk sinks | between 80 and 90 |
| Synth warnings | 2 |
| Antenna cell count | 0 |
| Log Warnings | 29 |
| Critical path launch point type | input pin |
| Max FFs per register | 44 |
| Synth unique cells | around 49 |
| HPWL after DPL | between 15,000 and 20,000 µm |
| Fin util | 56.6% |
| First-pass GRT wire length | 38,500 µm |
| Post-Synthesis Cells | about 1,100 |
| Vias after detailed routing | 6,916 |
| Total CTS buffers | 9 |
| Clock Tree Root | clkbuf_16 |
[stage by stage]
| step | cells | area [µm²] | hold WS (ns) |
|---|---|---|---|
| 6_report | 1469 | 12900 | 0.347 |
| 4_1_cts | 1469 | 12900 | 0.349 |
| 3_3_place_gp | 1453 | 12600 | 0.332 |
| 2_1_floorplan | 1094 | 11800 | 0.331 |
| 3_5_place_dp | 1453 | 12600 | 0.335 |
| 5_1_grt | 1469 | 12900 | 0.354 |
[layout make-up]
cell class / count / area, µm²
Sequential cell: 86 / 2150
Tap cell: 313 / 392
Clock inverter: 6 / 92.6
Inverter: 366 / 1380
Fill cell: 2021 / 9910
Clock buffer: 10 / 229
Multi-Input combinational cell: 642 / 8240
Timing Repair Buffer: 46 / 455
[final timing paths]
check | end | slack (ns) | from
hold / removal | Delay2_reg[1][3] | 0.35 | Delay2_reg[0][3]
setup reg to reg | Delay2_reg[0][21] | 20.83 | Delay_out1[1]
max in group asynchronous | Delay_out1[1] | 23.39 | reset
min in group asynchronous | Delay2_reg[0][16] | 6.15 | reset
hold reg to reg | Delay2_reg[1][3] | 0.35 | Delay2_reg[0][3]
setup / recovery | Out[21] | 9.91 | In[8]
[layer usage]
metal | share of wire [%] | up-vias
li1 | - | 3380
met1 | 45 | 3396
met2 | 48 | 127
met3 | 5.3 | 13
met4 | 1.1 | 0
met5 | 0 | -
[layout by cell type, fill, tap and decap left out, types with 2 or more instances in the layout]
master / count
dfrtp_1: 86
buf_4: 2
or3_1: 3
nand2b_1: 5
a211oi_1: 6
ha_1: 170
nor2b_1: 3
xnor2_2: 4
a21o_1: 12
inv_6: 2
nor2_1: 33
clkinvlp_4: 2
bufinv_16: 2
nand2_1: 15
fa_1: 217
nor3_1: 5
o21ai_0: 12
a21oi_1: 27
clkinv_1: 2
a211o_1: 3
xor2_1: 20
clkdlybuf4s50_1: 44
o21ai_1: 8
o31ai_1: 3
and2_1: 2
nand3b_1: 2
inv_1: 363
clkbuf_16: 9
o221ai_1: 2
nand3_1: 6
o21a_1: 2
a21oi_2: 3
o21bai_1: 3
xnor2_1: 55
[cells by family after synthesis]
kind of cell    share of synthesized area, %
flops                                   18.3
fa+ha+maj                               55.0
compound gates                          5.74
buf+inv                                 11.7
simple gates                            3.18
xor+xnor                                6.13
